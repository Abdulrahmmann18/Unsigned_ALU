==> flow/design.v <==
module Unsigned_16bit_ALU (
    input wire CLK,
    input wire [15:0] A, B,
    input wire [3:0] ALU_FUN,
    output reg [15:0] ALU_OUT,
    output reg Arith_Flag, Logic_Flag, CMP_Flag, Shift_Flag
);
    reg [15:0] ALU_OUT_comb;
    reg Arith_Flag_comb, Logic_Flag_comb, CMP_Flag_comb, Shift_Flag_comb;
    always @(*) begin
        case (ALU_FUN)
            4'b0000 : ALU_OUT_comb = A + B;
            4'b0001 : ALU_OUT_comb = A - B;
            4'b0010 : ALU_OUT_comb = A * B;
            4'b0011 : ALU_OUT_comb = A / B;
            4'b0100 : ALU_OUT_comb = A & B;
            4'b0101 : ALU_OUT_comb = A | B;
            4'b0110 : ALU_OUT_comb = ~(A & B);
            4'b0111 : ALU_OUT_comb = ~(A | B);
            4'b1000 : ALU_OUT_comb = A ^ B;
            4'b1001 : ALU_OUT_comb = ~(A ^ B);
            4'b1010 : ALU_OUT_comb = (A == B) ? 16'd1 : 16'd0;
            4'b1011 : ALU_OUT_comb = (A > B) ? 16'd2 : 16'd0;
            4'b1100 : ALU_OUT_comb = (A < B) ? 16'd3 : 16'd0;
            4'b1101 : ALU_OUT_comb = A >> 1;
            4'b1110 : ALU_OUT_comb = A << 1; 
            default : ALU_OUT_comb = 16'b0;
        endcase
    end
    always @(*) begin
        case (ALU_FUN)
            4'b0000 : Arith_Flag_comb = 1'b1;
            4'b0001 : Arith_Flag_comb = 1'b1;
            4'b0010 : Arith_Flag_comb = 1'b1;
            4'b0011 : Arith_Flag_comb = 1'b1;
            default : Arith_Flag_comb = 1'b0;
        endcase
    end
    always @(*) begin
        case (ALU_FUN)
            4'b0100 : Logic_Flag_comb = 1'b1;
            4'b0101 : Logic_Flag_comb = 1'b1;
            4'b0110 : Logic_Flag_comb = 1'b1;
            4'b0111 : Logic_Flag_comb = 1'b1;
            4'b1000 : Logic_Flag_comb = 1'b1;
            4'b1001 : Logic_Flag_comb = 1'b1;
            default : Logic_Flag_comb = 1'b0;
        endcase
    end
    always @(*) begin
        case (ALU_FUN)
            4'b1010 : CMP_Flag_comb = 1'b1;
            4'b1011 : CMP_Flag_comb = 1'b1;
            4'b1100 : CMP_Flag_comb = 1'b1;
            default : CMP_Flag_comb = 1'b0;
        endcase
    end
    always @(*) begin
        case (ALU_FUN)
            4'b1101 : Shift_Flag_comb = 1'b1;
            4'b1110 : Shift_Flag_comb = 1'b1;
            default : Shift_Flag_comb = 1'b0;
        endcase
    end
    always @(posedge CLK) begin
        ALU_OUT <= ALU_OUT_comb;
        Arith_Flag <= Arith_Flag_comb;
        Logic_Flag <= Logic_Flag_comb;
        CMP_Flag <= CMP_Flag_comb;
        Shift_Flag <= Shift_Flag_comb;
    end
endmodule
==> flow/run.sh <==
#!/bin/bash
# OpenROAD 26Q1-2900-gdf79404cd8, Yosys 0.63+post, stock flow scripts
make -C /OpenROAD-flow-scripts/flow DESIGN_CONFIG=/design/flow/config.mk WORK_HOME=/design/flow/orfs finish
==> flow/config.mk <==
export PLATFORM = sky130hd
export DESIGN_NAME = Unsigned_16bit_ALU
export DESIGN_NICKNAME = Unsigned_16bit_ALU
export VERILOG_FILES = /design/flow/design.v
export SDC_FILE = /design/flow/constraint.sdc
export NUM_CORES = 4
export LEC_CHECK = 1
export CORE_UTILIZATION = 50
==> flow/constraint.sdc <==
current_design Unsigned_16bit_ALU

set clk_period 51.7
set clk_io_pct 0.2

create_clock -name clk0 -period $clk_period [get_ports {CLK}]

set non_clock_inputs [all_inputs -no_clocks]
set_input_delay [expr $clk_period * $clk_io_pct] -clock clk0 $non_clock_inputs
set_output_delay [expr $clk_period * $clk_io_pct] -clock clk0 [all_outputs]
==> deck_impl_summary.md <==
Implementation Results

Synthesis
  – Main area contributors: ha_1 (21%), fa_1 (12%), xnor2_1 (4.9%), a21oi_1 (4.8%), nor2_1 (4.8%)
  – Cell area after synthesis: 13,890 sq um
  – Mux share of post-synthesis cell area: 2.855%
  – Syn avg cell area: 7.382 sq um
  – Flip-flops with a built-in enable: 0
  – Yosys aoi share: 26.53%
  – Post-Synth Adder-Cell Area: 33.07%
  – Synth logic family: adder cells
  – # Cells Yosys: 1,882
  – Synth Seq Share: 2.882%
  – Chip Area, Yosys: 13,890 sq um
  – Distinct lib cells: 92
  – Simple Share, Synth: 19.39%
  – Post-synthesis xor/xnor area fraction: 7.944%
  – Yosys Warn Count: 1
  – Main flop type after synthesis: dfxtp_1
  – Post-Synthesis Cells: 1,882
  – Area leader, netlist: ha_1
  – Async S/R FF share, synth: 0%
  – Ys flops: 20
  – Share of the synthesized area in the top cell type: 21.26%

CTS
  – Post-CTS Setup Inserts: 0
  – CTS sink cnt: 20
  – CTS tree: built
  – Worst-path clk slew: 0.07 ns
  – Post_cts resized: 0
  – Root Buffer: clkbuf_16
  – Num CTS Buffers: 3
  – CTS H-tree lvls: 1
  – Clock Tree Buf Depth: 2
  – Cts-stage hold buffer count: 0

STA
  – Worst slew pin tran: 0.8384 ns
  – Max-slew headroom: 43.37%
  – Post-route minimum period: 41.19 ns
  – Setup total negative slack: 0 ns
  – RSZ-0062 raised after global routing: no
  – Final hold vios: 0
  – Max frequency: 24.28 MHz
  – Final worst path period share: 79.67%
  – Final setup viols: 0
  – Final Slew Violations: 0

Finish
  – Post-route insts no fill: 2,279
  – Top cells excl fill/tap: ha_1 (236), nor2_1 (178), nand2_1 (174), inv_1 (174), a21oi_1 (134)
  – Area grow syn2layout: 8.349%
  – Most common logic cell in the routed design: ha_1
  – Layout cell share with drive strength beyond 1: 6.450%

Routing
  – Via count: 14,350
  – # DRC: 0
  – Drt initial violations: 1,131
  – DR WL/cell: 23.14 um
  – Detail Route Antenna Nets: 0
  – Wirelength, routed: 52,730 um
  – Antenna diodes: 0
  – Drt first pass iters: 5
  – Via density: 6.297

Worst setup path
  – Startpoint types: primary input
  – Setup CP Type: in2reg
  – Worst path slowest cell: or4_1
  – Crit. End Element: flop
  – CP max stage delay: 0.80 ns
  – Worst path most repeated cell: ha_1
  – Worst Path Required: 51.91 ns
  – CP arrival: 41.41 ns
  – Crit Path Max Fanout: 21

Die
  – Die X: 168.7 um
  – FP Core Util: 51.26%
  – IO Count: 57
  – Core box area: 27,100 sq um
  – Die area: 28,450 sq um
  – Placement row count: 60
  – Vertical die size: 168.7 um

GRT
  – Vias in the first global route: 13,528
  – Remaining Overflow, GRT: 0
  – Initial antenna violation count: 0
  – First-pass GRT wire length: 80,760 um
  – Gr usage total: 38.65%
  – Largest net degree at the start of global routing: 60

Run
  – OpenROAD warning count: 61
  – Max-cap violations: 0

Worst hold path
  – Worst Hold Class: in2reg

Pwr
  – Pwr/cell area: 27.35 nW/um^2
  – Leakage power: 6.906 nW
  – Peak VDD IR: 0.04410 mV
  – Tot Pwr: 0.0004117 W

Placement
  – Final HPWL DP: 40,230 um
  – GPL Wtd Cong: 1.021
  – Inst Count DP: 2,275
  – IO Port Bufs: 56

Outcome
  – Outcome: complete, no violations
## power by group
group / total (W) / internal [W] / switching, W
clock network: 0.0000204 / 0.0000119 / 0.00000853
logic: 0.000370 / 0.000154 / 0.000216
registers: 0.0000211 / 0.0000190 / 0.00000214
## through the flow
step	util, %	instance area [sq um]	hold slack [ns]	setup WS, ns
after floorplan	-	13890	10.46	14.87
after global placement	55.21	14960	11.00	11.66
after detailed placement	55.21	14960	10.99	10.85
after CTS	55.54	15050	10.91	11.07
after global routing	55.54	15050	10.94	7.790
final	55.54	15050	10.92	10.51
## final timing paths
path	slack, ns	startpoint	end	cells past startpoint
hold / removal	10.92	ALU_FUN[3]	CMP_Flag	3
setup / recovery	10.51	B[9]	ALU_OUT[0]	119
## layout make-up
class	count	area [sq um]
Timing Repair Buffer	107	938.4
Multi-Input combinational cell	1598	12490
Tap cell	372	465.4
Fill cell	2640	12050
Inverter	178	668.1
Sequential cell	20	400.4
Clock buffer	4	88.84
## flip-flops by register name (all words and copies together), names as in the netlist
register / flops
ALU_OUT: 16
Arith_Flag: 1
CMP_Flag: 1
Logic_Flag: 1
Shift_Flag: 1
## cells by family after synthesis
logic type,Yosys count
compound gates,544
fa+ha+maj,318
flops,20
simple gates,575
buf+inv,264
xor+xnor,126
mux,35
## layer usage
layer | vias up | wire, um | GRT usage, %
li1 | 6790 | - | -
met1 | 6752 | 23210 | 55.70
met2 | 693 | 22470 | 58.46
met3 | 115 | 5339 | 9.548
met4 | 0 | 1714 | 9.763
met5 | - | 0 | 0
## synthesized netlist by cell type, drive strengths merged (12+ instances only)
cell / instances
nand2: 175
xnor2: 78
a221oi: 14
dfxtp: 20
or2: 15
inv: 174
mux2: 21
nand2b: 22
ha: 236
nor2b: 18
nand3: 36
clkbuf: 77
o221ai: 12
or3: 22
xor2: 48
and2: 14
mux2i: 14
fa: 82
o211ai: 26
o22ai: 14
a22oi: 21
o21a: 30
nor2: 179
nor3: 52
a31oi: 23
o21ai: 99
a21o: 43
a21oi: 135
a211oi: 17
## critical path, delay by kind of cell
| kind | cells | cell delay, ns |
|---|---|---|
| AND-OR/OR-AND | 64 | 16.89 |
| adder cells (fa/ha/maj) | 15 | 4.43 |
| buffers and inverters | 4 | 1.29 |
| multiplexers | 3 | 1.14 |
| AND/OR/NAND/NOR | 33 | 7.26 |
Power is estimated from default activity; no workload was simulated.
